==> design.v <==
`timescale 1ns / 1ps
    module fifo
       #(parameter ADDR_WIDTH = 3, DATA_WIDTH = 8)
        (
            input logic clk, reset,
            input logic wr, rd,
            input logic [DATA_WIDTH*2 - 1: 0] w_data,
            output logic [DATA_WIDTH - 1: 0] r_data,
            output logic full, empty
        );
        logic [ADDR_WIDTH-1 : 0] w_addr, r_addr;
        reg_file #(.ADDR_WIDTH(ADDR_WIDTH), .DATA_WIDTH(DATA_WIDTH))
            r_file_unit (.w_en( wr & ~full), .*);
        fifo_ctrl #(.ADDR_WIDTH(ADDR_WIDTH))
            ctrl_unit (.*);                    
    endmodule
`timescale 1ns / 1ps
    module fifo_ctrl
        #(parameter ADDR_WIDTH = 3)
        (
            input logic clk, reset,
            input logic wr, rd,
            output logic full, empty,
            output logic [ADDR_WIDTH*2 - 1: 0] w_addr,
            output logic [ADDR_WIDTH - 1: 0] r_addr
        );
        logic [ADDR_WIDTH - 1: 0] wr_ptr, wr_ptr_next;
        logic [ADDR_WIDTH - 1: 0] rd_ptr, rd_ptr_next;
        logic full_next;
        logic empty_next;
        always_ff @(posedge clk, posedge reset)
        begin
            if(reset)
            begin
                wr_ptr <= 0;
                rd_ptr <= 0;
                full <= 1'b0;
                empty <= 1'b1;
            end
            else
            begin
                wr_ptr <= wr_ptr_next;
                rd_ptr <= rd_ptr_next;
                full <= full_next;
                empty <= empty_next;
            end
        end
        always_comb
        begin
            wr_ptr_next = wr_ptr;
            rd_ptr_next = rd_ptr;
            full_next = full;
            empty_next = empty;
            unique case({wr, rd})
                2'b01:  
                begin
                    if (~empty)
                    begin
                        rd_ptr_next = rd_ptr + 1;
                        if(rd_ptr - 1 == wr_ptr)
                            full_next = 1'b0;
                        if (rd_ptr_next == wr_ptr)
                            empty_next = 1'b1;
                    end                
                end
                2'b10:  
            begin
                if (~full)
                begin
                    wr_ptr_next = wr_ptr + 2;
                    empty_next = 1'b0;
                    if ((wr_ptr_next == rd_ptr - 1) || (wr_ptr_next == rd_ptr))                               
                        full_next = 1'b1;
                end
            end
            2'b11:  
            begin
                    if (empty)
                    begin
                        rd_ptr_next = rd_ptr ;
                        empty_next = 1'b0;
                    if (~full)
                    begin
                        wr_ptr_next = wr_ptr + 2;
                        if ((wr_ptr_next == rd_ptr - 1) || (wr_ptr_next == rd_ptr))                                
                            full_next = 1'b1;
                            end                    
                        end 
                    else
                    begin
                    wr_ptr_next = wr_ptr + 2;
                    rd_ptr_next = rd_ptr + 1;
                    if ((wr_ptr_next == rd_ptr - 1) || (wr_ptr_next == rd_ptr))                            
                        full_next = 1'b1;
                end
            end
            default: ;  
        endcase       
    end
        assign w_addr = wr_ptr;
        assign r_addr = rd_ptr;
    endmodule
`timescale 1ns / 1ps
    module reg_file
        #(parameter ADDR_WIDTH = 3, DATA_WIDTH = 8)
        (
            input logic clk,
            input logic w_en,
            input logic [ADDR_WIDTH - 1: 0] r_addr,  
            input logic [ADDR_WIDTH - 1: 0] w_addr,  
            input logic [DATA_WIDTH*2 - 1: 0] w_data,
            output logic [DATA_WIDTH - 1: 0] r_data
        );
        logic [DATA_WIDTH - 1: 0] memory [0: 2 ** ADDR_WIDTH - 1];
        always_ff @(posedge clk)
        begin
            if (w_en)
            begin
                memory[w_addr] <= w_data [DATA_WIDTH -1 :0];
                memory[w_addr + 1] <= w_data [DATA_WIDTH*2 - 1 : DATA_WIDTH];
            end
        end
        assign r_data = memory[r_addr];
    endmodule
==> run.sh <==
#!/bin/bash
# OpenROAD 26Q1-2900-gdf79404cd8, Yosys 0.63+post, stock flow scripts
make -C /OpenROAD-flow-scripts/flow DESIGN_CONFIG=/design/flow/config.mk WORK_HOME=/design/flow/orfs finish
==> config.mk <==
export PLATFORM = sky130hd
export DESIGN_NAME = fifo
export DESIGN_NICKNAME = fifo
export VERILOG_FILES = /design/flow/design.v
export SDC_FILE = /design/flow/constraint.sdc
export NUM_CORES = 4
export LEC_CHECK = 1
export CORE_UTILIZATION = 50
export SYNTH_HDL_FRONTEND = slang
==> constraint.sdc <==
current_design fifo

set clk_period 4.6
set clk_io_pct 0.2

create_clock -name clk0 -period $clk_period [get_ports {clk}]

set non_clock_inputs [all_inputs -no_clocks]
set_input_delay [expr $clk_period * $clk_io_pct] -clock clk0 $non_clock_inputs
set_output_delay [expr $clk_period * $clk_io_pct] -clock clk0 [all_outputs]
==> report_table.html <==
<p>Metrics extracted from the flow reports.</p>
<table>
<tr><th>Metric</th><th>Value</th></tr>
<tr><th colspan="2">Yosys</th></tr>
<tr><td>Cell count after synthesis</td><td>179</td></tr>
<tr><td>Leading post-synthesis cells by cell area</td><td>edfxtp_1 57%, mux2_2 12%, mux4_1 10%</td></tr>
<tr><td>Predominant post-synthesis flop cell</td><td>edfxtp_1</td></tr>
<tr><td>Number of cells in Yosys stat</td><td>179</td></tr>
<tr><td>Most instantiated library cell after synthesis</td><td>edfxtp_1</td></tr>
<tr><td>Summed standard-cell area reported by yosys</td><td>0.003357 mm2</td></tr>
<tr><td>Top cells by count, synth</td><td>64 x edfxtp_1, 36 x mux2_2, 13 x mux4_1</td></tr>
<tr><td>Yosys warnings</td><td>0</td></tr>
<tr><td>Netlist Area Pre-Place</td><td>0.003357 mm2</td></tr>
<tr><td>Post-synthesis area per instance</td><td>18.75 um2</td></tr>
<tr><td>Register share after synthesis</td><td>0.6250</td></tr>
<tr><td>Cell Type Count</td><td>27</td></tr>
<tr><td>EDFF count, synth</td><td>64</td></tr>
<tr><td>Top cell area share</td><td>0.5725</td></tr>
<tr><td>Share of flip-flops with an asynchronous set or reset after synthesis</td><td>0.09859</td></tr>
<tr><td>Largest area contributor in the netlist</td><td>edfxtp_1</td></tr>
<tr><td>Post-synth regs</td><td>71</td></tr>
<tr><th colspan="2">Die</th></tr>
<tr><td>Number of primary I/O pins</td><td>30</td></tr>
<tr><td>Die Area</td><td>0.007046 mm2</td></tr>
<tr><td>Die X</td><td>83.94 um</td></tr>
<tr><td>Count of standard-cell rows</td><td>29</td></tr>
<tr><td>Core Region</td><td>0.006422 mm2</td></tr>
<tr><td>Floorplan die height</td><td>83.94 um</td></tr>
<tr><td>Initial core utilization</td><td>0.5227</td></tr>
<tr><th colspan="2">Timing</th></tr>
<tr><td>Setup-violating endpoint count in the final report</td><td>0</td></tr>
<tr><td>Clock skew after layout</td><td>0.004581 ns</td></tr>
<tr><td>Min Clock Period, post-route</td><td>3.671 ns</td></tr>
<tr><td>Final Hold Violating Endpoints</td><td>0</td></tr>
<tr><td>Max-slew headroom</td><td>0.4248</td></tr>
<tr><td>RSZ-0062 raised after global routing</td><td>no</td></tr>
<tr><td>Final critical-path share of the clock period</td><td>0.7981</td></tr>
<tr><td>Final total negative setup slack</td><td>0 ns</td></tr>
<tr><td>Number of slew-limit violations in the final report</td><td>0</td></tr>
<tr><td>Slew @ Worst Pin</td><td>0.8628 ns</td></tr>
<tr><td>Achievable Freq</td><td>0.2724 GHz</td></tr>
<tr><th colspan="2">Worst setup path</th></tr>
<tr><td>Worst endpoint required time</td><td>3.68 ns</td></tr>
<tr><td>Library cell contributing the largest single delay on the critical path</td><td>dfrtp_1</td></tr>
<tr><td>Series of cell instances along the critical path</td><td>buf_4 &gt; mux4_1 &gt; mux2_2 &gt; clkdlybuf4s50_1</td></tr>
<tr><td>Critical R2R Capture</td><td>ctrl_unit.full</td></tr>
<tr><td>Critical Path Stages</td><td>4</td></tr>
<tr><td>Largest delay share family, worst path</td><td>flip-flops</td></tr>
<tr><td>Stage delay of the slowest cell on the critical path</td><td>0.91 ns</td></tr>
<tr><td>Worst R2R Start</td><td>ctrl_unit.r_addr[0]</td></tr>
<tr><td>Highest fanout seen on the critical path</td><td>18</td></tr>
<tr><td>Startpoint types</td><td>flip-flop</td></tr>
<tr><td>Count of buffer and inverter cells on the critical path</td><td>2</td></tr>
<tr><td>Critical path capture point type</td><td>output pin</td></tr>
<tr><td>Critical Setup Path Class</td><td>reg -&gt; out</td></tr>
<tr><td>End point of the critical path</td><td>r_data[1]</td></tr>
<tr><td>Depth of the worst register-to-register path</td><td>5</td></tr>
<tr><td>Worst EP arrival</td><td>2.75 ns</td></tr>
<tr><td>Worst setup path startpoint</td><td>ctrl_unit.r_addr[0]</td></tr>
<tr><td>Slack of the worst reg-to-reg path</td><td>2.33 ns</td></tr>
<tr><th colspan="2">Clock network</th></tr>
<tr><td>Cts-stage hold buffer count</td><td>0</td></tr>
<tr><td>H-tree depth</td><td>3</td></tr>
<tr><td>Total of cells resized after clock tree synthesis</td><td>0</td></tr>
<tr><td>CTS sink count</td><td>71</td></tr>
<tr><td>Post-CTS setup buffer count</td><td>0</td></tr>
<tr><td>Buffer type at the clock tree root</td><td>clkbuf_8</td></tr>
<tr><td>Clock latency on the worst-skew pair</td><td>0.33 ns</td></tr>
<tr><td>Number of buffers created by CTS</td><td>9</td></tr>
<tr><td>Clock tree from TritonCTS</td><td>built</td></tr>
<tr><td>Bufs on Longest Clock Path</td><td>2</td></tr>
<tr><td>Post-CTS clock slew at the launch and capture registers of the worst setup and hold paths</td><td>0.07 ns</td></tr>
<tr><th colspan="2">Final layout</th></tr>
<tr><td>Final cell utilization of the core</td><td>0.6065</td></tr>
<tr><td>Area added between synthesis and finish</td><td>16.03%</td></tr>
<tr><td>Final design instance area without fill</td><td>0.003895 mm2</td></tr>
<tr><td>Number of fill cells</td><td>467</td></tr>
<tr><td>Ratio of cells with drive above 1 in the final layout</td><td>0.2706</td></tr>
<tr><th colspan="2">GRT</th></tr>
<tr><td>Aggregate global-route resource usage</td><td>0.1851</td></tr>
<tr><td>Met2 global-route usage</td><td>0.2832</td></tr>
<tr><td>Residual overflow from global routing</td><td>0</td></tr>
<tr><td>Maximum number of pins on one net before global-route repair</td><td>20</td></tr>
<tr><td>Met1 Resource Use GR</td><td>0.2814</td></tr>
<tr><td>Met3 Track Usage GR</td><td>0.08434</td></tr>
<tr><td>Via count of the first global-routing pass</td><td>1770</td></tr>
<tr><td>Most Crowded Layer GR</td><td>met2</td></tr>
<tr><td>Initial antenna violation count</td><td>0</td></tr>
<tr><td>Global-route wire length before repair</td><td>8935 um</td></tr>
<tr><th colspan="2">Routing</th></tr>
<tr><td>First-pass iteration count of the detailed router</td><td>45</td></tr>
<tr><td>DRC violations left</td><td>4</td></tr>
<tr><td>Detail-routed via count per cell</td><td>5.705</td></tr>
<tr><td>Number of antenna diodes</td><td>0</td></tr>
<tr><td>Count of antenna-violating nets left after detailed routing</td><td>0</td></tr>
<tr><td>Routed wire length per instance</td><td>18.91 um</td></tr>
<tr><td>Aggregate routed wire length</td><td>5577 um</td></tr>
<tr><td>Count of routing violations after the opening detailed-route iteration</td><td>50</td></tr>
<tr><td>Total via count after detailed routing</td><td>1683</td></tr>
<tr><th colspan="2">Placement</th></tr>
<tr><td>Placed inst area</td><td>0.003709 mm2</td></tr>
<tr><td>Buffers on Ports</td><td>29</td></tr>
<tr><td>Weighted congestion at the end of routability-driven global placement</td><td>0.7608</td></tr>
<tr><td>Detailed placer's ending HPWL</td><td>3479 um</td></tr>
<tr><th colspan="2">Power and ir drop</th></tr>
<tr><td>Power density relative to cell area</td><td>581.7 mW/mm2</td></tr>
<tr><td>Leakage component of the power</td><td>1.388 nW</td></tr>
<tr><td>VDD IR-drop max</td><td>0.0002689 V</td></tr>
<tr><td>Final Total Pwr</td><td>2.266 mW</td></tr>
<tr><th colspan="2">Min path</th></tr>
<tr><td>Kind of path behind the tightest hold check</td><td>reg -&gt; reg</td></tr>
<tr><th colspan="2">Status</th></tr>
<tr><td>Outcome</td><td>finished, violations left</td></tr>
<tr><td>Violated checks</td><td>design-rule violations</td></tr>
<tr><th colspan="2">Flow run</th></tr>
<tr><td>Number of OpenROAD warnings</td><td>30</td></tr>
<tr><td>Max-cap violation count</td><td>0</td></tr>
</table>
layout make-up:
class	count	area [um2]	share of cell area
clock buffers	9	123.9	0.03180
clock inverters	6	62.56	0.01606
inverters	10	37.54	0.009637
multi-input cells	92	1179	0.3026
flip-flops and latches	71	2098	0.5387
well taps	77	96.34	0.02473
repair buffers	30	297.8	0.07645
sequential cells by signal, summed over array words and instances (netlist names):
register            cells
ctrl_unit.r_addr        3
r_file_unit.memory     64
ctrl_unit.empty         1
ctrl_unit.wr_ptr        2
ctrl_unit.full          1
cell families (layout without fill, tap and decap cells):
group,after synthesis,in the layout,synth area share
compound gates,7,7,0.01416
simple gates,12,12,0.02049
fa+ha+maj,6,6,0.02236
flops,71,71,0.6250
buf+inv,16,55,0.02385
xor+xnor,10,10,0.03466
mux,57,57,0.2594
stage by stage:
step,hold slack (ns),std cells,setup slack (ns)
2_1_floorplan,0.5583,179,2.375
3_3_place_gp,0.5718,280,1.258
3_5_place_dp,0.5885,280,1.253
4_1_cts,0.5992,295,0.8557
5_1_grt,0.6119,295,0.7652
6_report,0.5968,295,0.9287
worst reg2reg max path, delay by kind of cell (launching register included):
kind	cells	cell delay [ns]
AND-OR/OR-AND	2	0.35
XOR/XNOR	1	0.35
adder cells (fa/ha/maj)	1	0.31
buffers and inverters	1	0.23
flip-flops	1	0.91
metal layers:
metal,wire length [um],up-vias
li1,-,786
met1,2304,819
met2,2718,72
met3,500,6
met4,55,0
met5,0,-
power by group:
part	switching, mW	internal (mW)	leakage (nW)
Sequential	0.137	0.860	0.666
Clock	0.222	0.245	0.0887
Combinational	0.284	0.518	0.633
worst min-delay path by stage:
stage | startpoint | to | cells after the start
6_report | ctrl_unit.empty | ctrl_unit.empty | 1
4_1_cts | ctrl_unit.empty | ctrl_unit.empty | 1
5_1_grt | ctrl_unit.empty | ctrl_unit.empty | 1
cell usage in the layout, fill, tap and decap left out, types with 2 or more instances in the layout:
cell,count
xnor2_1,6
mux2_1,5
nand2_2,4
ha_1,6
clkinvlp_4,2
mux4_1,13
edfxtp_1,64
clkbuf_8,9
clkdlybuf4s50_1,29
mux2_2,36
nand2_1,3
mux4_2,3
xor2_1,2
dfrtp_1,6
nor2b_1,2
o21ai_0,2
inv_1,10
Power is estimated from default activity; no workload was simulated.
